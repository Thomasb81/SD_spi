==> flow/design.v <==
`timescale 1ns / 1ps
module SDBoot(
    input clk,
    input rst,
    output [6:0] cmd,
    output reg SDctrl_start,
    output en_clk,
    output [7:0] div_clk,
    output reg cs,
    input sclk_fall,
    input SDctrl_valid_status,
    input [6:0] SDctrl_status,
    input SDctrl_available 
);
reg [1:0] state;
reg [6:0] cnt;
always @(posedge clk) begin
  if (rst == 1'b1) begin
    state <= 2'b00;
    cnt <= 7'b0000000;
    cs <= 1'b1;
    SDctrl_start <= 1'b0;
  end
  else begin
    SDctrl_start <= 1'b0;
    if (state != 2'b00 && SDctrl_valid_status == 1'b1) begin
      cnt <= SDctrl_status;
    end
    case(state)
      2'b00: begin
        if (cnt[3:0] == 4'b1111) begin
          state <= 2'b01;
          SDctrl_start <= 1'b1;
          cs <= 1'b0;
        end
        else begin
          if (sclk_fall == 1'b1) begin
            cnt[3:0] <= cnt[3:0] +1;
          end
        end
      end
      2'b01: begin
        if (SDctrl_available == 1'b1 && cnt == 7'h01 ) begin
          SDctrl_start <= 1'b1;
          state <= 2'b10;
        end
        else begin
          state <= 2'b01;
        end
      end
      2'b10: begin
        if (SDctrl_available == 1'b1 && cnt == 7'h00 ) begin
          state <= 2'b11;
        end
        else if (SDctrl_available == 1'b1 && cnt == 7'h01) begin
          state <= 2'b11;
        end
        else begin
          state <= 2'b10;
        end
      end
      2'b11: begin
        if (SDctrl_available == 1'b1 && cnt == 7'h01 ) begin
          SDctrl_start <= 1'b1;
          state<=2'b10;
        end
      end
    endcase
  end
end
assign div_clk = (cnt == 7'h00 && state == 2'b11  ) ? 8'h00 : 8'hff;
assign en_clk = 1'b1;
assign cmd = (cnt == 7'h00 && state == 2'b11) ? 7'h11 :
             (state == 2'b10 || state == 2'b11) ? 7'h01 : 7'h00;
initial begin
  state <= 2'b00;
end
endmodule
module SDDivider(
input clk,
input rst,
input en,
input [7:0] value,
output reg sclk,
output sclk_fall
);
reg [7:0] cpt;
always @(posedge clk) begin
  if (rst == 1'b1) begin
    sclk <= 1'b1;
    cpt <=0;
  end
  else begin 
    if (en == 1'b1) begin
      if (cpt == value ) begin
        sclk <= ~sclk;
        cpt <= 0;
      end
      else begin
        cpt <= cpt + 1;
      end
    end
  end
end
assign sclk_fall = ((cpt == 8'h00) && sclk==1'b0) ? 1'b1: 1'b0;
endmodule
module SDctrl(
input clk,
input rst,
output sclk,
output mosi,
input miso, 
output cs,
output [6:0] cmd,
input [31:0] address,
input en,
output valid_status,
output [6:0] resp_status,
output rdy,
output [7:0] data_out,
output data_out_valid
);
wire sd_en_q; 
wire en_clk;
wire [7:0] div_clk;
wire en_boot;
wire sclk_fall;
SDDivider spi_clk0(
.clk(clk),
.rst(rst),
.en(en_clk),
.value(div_clk),
.sclk(sclk),
.sclk_fall(sclk_fall)
);
spi_cmd spi_cmd0(
.clk(clk),
.rst(rst),
.cmd(cmd),
.idata(address),
.en(sd_en_q),
.sclk_fall(sclk_fall),
.sclk(sclk),
.mosi(mosi),
.miso(miso), 
.resp_status(resp_status),
.valid_status(valid_status),
.rdy(rdy),
.data_out(data_out),
.data_out_valid(data_out_valid)
);
SDBoot SDBoot0(
.clk(clk),
.rst(rst),
.cmd(cmd),
.SDctrl_start(en_boot),
.en_clk(en_clk),
.div_clk(div_clk),
.cs(cs),
.sclk_fall(sclk_fall),
.SDctrl_valid_status(valid_status),
.SDctrl_status(resp_status),
.SDctrl_available(rdy) 
);
assign sd_en_q = en || en_boot;
endmodule
module spi (
input clk,
input rst,
input sclk_fall,
input en,
input [7:0] byte_idata,
output mosi,
output reg [2:0] state
);
always @(posedge clk) begin
  if (rst == 1'b1) begin
    state <= 7;
  end
  else begin
    if (en == 1'b1) begin
      if (sclk_fall == 1'b1) begin
        state <= state -1;
      end
    end
    else begin
      state <= 7;
    end
  end
end
assign mosi = (en == 1'b1) ? byte_idata[state] :  1'b1; 
endmodule
module spi_cmd(
input clk,
input rst,
input [6:0] cmd,
input [31:0] idata,
input en,
input sclk_fall,
input sclk,
output mosi,
input miso, 
output valid_status,
output reg rdy,
output [6:0] resp_status,
output [7:0] data_out,
output data_out_valid
);
reg [2:0] cpt;
wire [45:0] cmd_message;
wire [7:0] data;
wire [2:0] spi_state;
wire known_cmd;
wire spi_en;
wire valid_status_internal;
reg valid_status_internal_q;
wire cpt_inf6;
reg sclk_q;
reg en_q;
reg [7:0] rsp_message;
reg [11:0] recv_cpt;
reg [1:0] recv_state;
reg data_out_valid_q;
assign cmd_message = (cmd == 6'd0) ?  46'h000000000095 :
                     (cmd == 6'd1) ?  46'h010000000095 :  
                     (cmd == 6'd17) ? {6'h11,idata,8'h00} :  
                                      46'hffffffffffff;
assign data = (cpt == 4'd0)  ? {2'b01,cmd_message[45:40]} : 
               (cpt == 4'd1)  ? cmd_message[39:32] :
               (cpt == 4'd2)  ? cmd_message[31:24] :
               (cpt == 4'd3)  ? cmd_message[23:16] :
               (cpt == 4'd4)  ? cmd_message[15:8] :
               (cpt == 4'd5)  ? cmd_message[7:0] : 
               8'hff;
always @(posedge clk) begin
  if (rst == 1'b1) begin
    cpt <= 0;
  end
  else begin
    if (en_q == 1'b1 ) begin
      if ( sclk_fall == 1'b1) begin
        if (spi_state == 3'b000 && cpt_inf6 == 1'b1)begin
          cpt <= cpt +1;
        end
      end
    end
    else begin
      cpt <= 0;
    end
  end
end
always @(posedge clk) begin 
  if (rst == 1'b1) begin
    rsp_message <= 8'hFF;
  end
  else begin
    if (sclk_q == 1'b0 && sclk == 1'b1) begin
      rsp_message <= {rsp_message[6:0],miso};
    end
  end
end
assign known_cmd = (cmd == 6'd0 || cmd == 6'd1 || cmd == 6'd17 );
assign valid_status_internal = (cpt == 6 && rsp_message[7] ==1'b0 && known_cmd && rdy== 1'b0) ? 1'b1 : 1'b0;
assign resp_status = rsp_message[6:0];
assign valid_status = valid_status_internal_q == 1'b0 && valid_status_internal == 1'b1 && recv_state==2'b00; 
always @(posedge clk) begin
  if (rst == 1'b1) begin
    rdy <= 1'b1;
    en_q <= 1'b0;
    valid_status_internal_q <= 1'b0;
  end
  else begin
    valid_status_internal_q <= valid_status_internal;
    if (en == 1'b1) begin
      rdy <= 1'b0; 
    end
    if (rdy == 1'b0) begin
      if (sclk == 1'b0) begin
        en_q <= 1'b1;
      end
    end
    if ((cmd == 6'd0 || cmd == 6'd1)  && cpt == 6 && valid_status == 1'b1 ) begin
      rdy <= 1'b1;
      en_q <= 1'b0;
    end
    else if ((cmd == 6'd17)  && recv_state == 2'b11 && recv_cpt[4] == 1'b1) begin
      rdy <= 1'b1;
      en_q <= 1'b0;
    end
  end
end
always @(posedge clk) begin
  if (rst == 1'b1) begin
    sclk_q <= 1'b1;
  end
  else begin
    sclk_q <= sclk;
  end 
end
assign spi_en = en_q && (cpt_inf6 == 1'b1);
assign cpt_inf6 = (cpt < 6)? 1'b1 : 1'b0;
spi spi0 (
.clk(clk),
.rst(rst),
.sclk_fall(sclk_fall),
.en(spi_en),
.byte_idata(data),
.mosi(mosi),
.state(spi_state)
);
always @(posedge clk) begin 
  if (rst == 1'b1) begin
    recv_state <= 2'b00;
    recv_cpt <= 0;
    data_out_valid_q <= 0;
  end
  else begin
    if ((data_out_valid == 1'b1 || data_out_valid_q==1'b1) && recv_cpt[2:0] == 3'b111 && recv_state == 2'b10 ) begin
      data_out_valid_q <= 1'b1;
    end
    else begin
      data_out_valid_q <= 1'b0;
    end
    if (sclk_q == 1'b0 && sclk == 1'b1) begin
       case(recv_state)
       2'b00: begin
         if (cmd == 6'd17 && rsp_message[7] == 1'b0 && valid_status_internal == 1'b1) begin
         recv_cpt <= 0;
         recv_state <=2'b01;
         end
       end
       2'b01: begin
       if (rsp_message[7:0] == 8'hfe) begin
         recv_state <= 2'b10;
       end
       end
       2'b10: begin
       if (recv_cpt == 12'b111111111111) begin
         recv_cpt <=0;
         recv_state <= 2'b11;
       end
       else begin
         recv_cpt <= recv_cpt + 1;
       end
       end
       2'b11:begin
       if (recv_cpt[4:0] == 5'b10000) begin
         recv_cpt <=0;
         recv_state <= 2'b00;
       end
       else begin
         recv_cpt <= recv_cpt + 1;
       end
       end
       endcase
    end
  end
end
assign data_out = rsp_message[7:0];
assign data_out_valid = data_out_valid_q == 1'b0 && recv_cpt[2:0] == 3'b111 && recv_state == 2'b10;
initial begin
  recv_state <= 2'b00;
end
endmodule
==> flow/run.sh <==
#!/bin/bash
# OpenROAD 26Q1-2900-gdf79404cd8, Yosys 0.63+post, stock flow scripts
make -C /OpenROAD-flow-scripts/flow DESIGN_CONFIG=/design/flow/config.mk WORK_HOME=/design/flow/orfs finish
==> flow/config.mk <==
export PLATFORM = sky130hd
export DESIGN_NAME = SDctrl
export DESIGN_NICKNAME = SDctrl
export VERILOG_FILES = /design/flow/design.v
export SDC_FILE = /design/flow/constraint.sdc
export NUM_CORES = 4
export LEC_CHECK = 1
export CORE_UTILIZATION = 40
==> flow/constraint.sdc <==
current_design SDctrl

set clk_period 6.2
set clk_io_pct 0.2

create_clock -name clk0 -period $clk_period [get_ports {clk}]

set non_clock_inputs [all_inputs -no_clocks]
set_input_delay [expr $clk_period * $clk_io_pct] -clock clk0 $non_clock_inputs
set_output_delay [expr $clk_period * $clk_io_pct] -clock clk0 [all_outputs]
==> flow_metrics.py <==
# Auto-generated metrics
metrics = {
    "logic_synthesis": {
        "ff_type": "dfxtp_1",
        "ys.warnings.count": 5,
        "top_area_frac": 0.3288,
        "synth.top_cells.by_area": "dfxtp_1 (33%), ha_1 (7.8%), nor2_1 (6.3%), nand2_1 (4.8%), xnor2_1 (4.3%)",
        "syn_area_um2": 3227,
        "syn_area_per_cell_um2": 7.968,
        "synth_cell_types": 54,
        "yosysSeqAreaShare": 0.3288,
        "synthArstFlopShare": 0,
        "synthCells": 405,
        "ys_ff": 53,
        "yosys_cells": 405,
        "yosys-top-cells-count": "nor2_1 (54), dfxtp_1 (53), nand2_1 (41), ha_1 (20), inv_1 (20)",
        "top_cell": "nor2_1",
        "synth-edff-count": 0,
        "ys_area_um2": 3227,
        "top_area_cell": "dfxtp_1",
    },
    "detailed_routing": {
        "ant_nets": 0,
        "wire_per_inst_um": 14.38,
        "detail_route.iter0.violations": 95,
        "diodes": 0,
        "viasPerCell": 5.353,
        "vias": 2944,
        "wl_mm": 7.909,
        "first_pass_iters": 4,
        "drcViolationCount": 0,
    },
    "final_timing": {
        "hold_viol_final": 0,
        "setup_viol": 0,
        "slew_violations": 0,
        "min_period_ns": 4.632,
        "relSlewSlack": 0.5755,
        "fin_worst_skew_ns": 0.01183,
        "fin_setup_tns_ns": 0,
        "max_freq_mhz": 215.9,
        "worstMarginPinSlew_ns": 0.6310,
        "rsz0062_at_grt": "no",
        "finalClockPeriodUsage": 0.7470,
    },
    "global_route": {
        "grt_pass1_wl_mm": 13.10,
        "antenna_found_initial": 0,
        "grt_util_met3": 0.03291,
        "globalRouteMet1Util": 0.3059,
        "busiest_layer": "met1",
        "grtUsageTotal": 0.1943,
        "grt_max_degree": 32,
        "first_global_vias": 2731,
        "overflow": 0,
        "gr-usage-met2": 0.2870,
    },
    "pwr": {
        "powerDensity_nw_per_um2": 157.9,
        "p_total_w": 0.0006190,
        "peakVddDrop_mv": 0.1438,
        "power_leakage_nw": 1.457,
    },
    "floorplan": {
        "io_pins": 64,
        "fp_util": 0.4154,
        "core-area_um2": 7767,
        "fp.dieH_um": 91.82,
        "chip_area_um2": 8430,
        "die_x_um": 91.82,
        "row_count": 32,
    },
    "critical_path": {
        "r2r_start": "spi_cmd0.cpt[1]",
        "r2r_slack_ns": 3.75,
        "cp_slowest_stage_delay_ns": 0.63,
        "cp-end-kind": "output pin",
        "slowest_stage": "dfxtp_1",
        "start_kind": "flop",
        "required_ns": 4.96,
        "critPathKind": "reg2out",
        "critPathTopFamily": "buffers and inverters",
        "critPathBufInv": 2,
        "crit_arrival_ns": 3.39,
        "r2r_cells": 7,
        "worstPathCellList": "clkinv_1 -> ha_1 -> nor3_1 -> nand3b_1 -> a311oi_1 -> a221o_1 -> nand4_1 -> clkdlybuf4s50_1",
        "timing.rr.end": "spi_cmd0.recv_cpt[11]",
        "cp_max_fo": 14,
    },
    "min_path": {
        "min_to": "SDBoot0.cs",
        "worstHoldPathCells": 1,
        "hold_start": "SDBoot0.cs",
        "min_path_type": "reg2reg",
    },
    "clock_tree": {
        "worstSkewPairLatency_ns": 0.30,
        "cts_tree": "done",
        "clock_sinks": 53,
        "h-tree-depth": 2,
        "clk_pin_slew_ns": 0.10,
        "cts_resized": 0,
        "holdBufCountCts": 0,
        "cts_setup_buffers": 0,
        "cts_max_path_buffers": 2,
        "cts-root-buf": "clkbuf_8",
        "cts_buffers": 5,
    },
    "placed_design": {
        "place_congestion": 0.9462,
        "io_buffer_count": 58,
        "dp.final_hpwl_mm": 5.742,
    },
    "run": {
        "drv_cap": 0,
        "openroad.warnings": 37,
    },
    "layout": {
        "fillCellCount": 787,
        "drive_gt1_frac": 0.04464,
        "syn2layout_area_growth_pct": 21.48,
    },
    "run_status": {
        "status": "complete, no violations",
    },
}
## final cells by class
type                            instances  area, um2  area share
Timing Repair Buffer                   61      603.1      0.1538
Sequential cell                        53       1061      0.2707
Tap cell                              102      127.6     0.03256
Multi-Input combinational cell        305       1938      0.4944
Clock inverter                          2      38.79    0.009895
Inverter                               21      78.83     0.02011
Clock buffer                            6      72.57     0.01851
## state kept, by name, summed over array words and instances (netlist names), 2 cells and up
register              cells
spi_cmd0.recv_cpt        12
spi_clk0.cpt              8
spi_cmd0.rsp_message      8
SDBoot0.cnt               7
spi_cmd0.cpt              3
spi_cmd0.spi0.state       3
SDBoot0.state             2
spi_cmd0.recv_state       2
## metal layers
layer	share of wire	vias to the layer above
met2	0.42	103
met3	0.068	11
li1	-	1492
met1	0.50	1338
met4	0.017	0
met5	0	-
## cell families (layout without fill, tap and decap cells)
kind of cell	Yosys count	in the layout	share of synthesized area
AND/OR/NAND/NOR	187	187	0.2993
AND-OR/OR-AND	66	66	0.1415
flip-flops	53	53	0.3288
buffers and inverters	51	90	0.07522
adder cells (fa/ha/maj)	20	20	0.07755
XOR/XNOR	20	20	0.05428
multiplexers	7	7	0.02210
other	1	5	0.001162
## worst max path at each step
| stage | slack [ns] | depth (start not counted) | to | from |
|---|---|---|---|---|
| 4_1_cts | 1.62 | 8 | mosi | spi_cmd0.cpt[2] |
| 5_1_grt | 1.38 | 8 | mosi | spi_cmd0.cpt[2] |
| 6_report | 1.57 | 8 | mosi | spi_cmd0.cpt[2] |
## where the power goes
group          internal [W]  switching [W]
Clock              0.000121       0.000115
Combinational     0.0000255      0.0000126
Sequential         0.000342     0.00000259
Total              0.000489       0.000130
## layout by cell type (no fill, tap or decap), types with 2 or more instances in the layout
cell type / synthesis / final
xor2_1: 4 / 4
nor4b_2: 2 / 2
a311oi_1: 3 / 3
ha_1: 20 / 20
a221oi_1: 4 / 4
a22oi_1: 4 / 4
and4_1: 2 / 2
a31oi_1: 6 / 6
nor2_1: 54 / 54
buf_4: 12 / 3
xnor2_1: 16 / 16
nor2b_1: 8 / 8
nand4b_1: 2 / 2
dfxtp_1: 53 / 53
clkbuf_8: 0 / 5
a211oi_1: 6 / 6
clkdlybuf4s50_1: 0 / 58
nand2_1: 41 / 41
mux2i_1: 6 / 6
conb_1: 1 / 5
o21ai_0: 8 / 8
nor4_1: 2 / 2
o221ai_1: 3 / 3
nor3_1: 12 / 12
nor3b_1: 5 / 5
a22o_1: 2 / 2
nand3_1: 14 / 14
a21o_1: 2 / 2
a21oi_1: 14 / 14
nand4_1: 15 / 15
and2_1: 3 / 3
o211ai_1: 5 / 5
or2_2: 4 / 4
and3_1: 5 / 5
inv_1: 20 / 20
nand3b_1: 10 / 10
nand2b_1: 2 / 2
## metrics by stage
stage	instance area (um2)	util	hold WS, ns	setup WS, ns	std cells
6_report	3920	0.5047	0.4578	1.568	550
5_1_grt	3920	0.5047	0.4936	1.384	550
4_1_cts	3920	0.5047	0.4637	1.622	550
3_5_place_dp	3809	0.4903	0.4388	1.875	542
3_3_place_gp	3809	0.4903	0.4351	1.918	542
2_1_floorplan	3242	-	0.4035	2.910	409
Power and IR drop assume default switching activity.
