### ./config.mk
export PLATFORM = sky130hd
export DESIGN_NAME = SDdriver
export DESIGN_NICKNAME = SDdriver
export VERILOG_FILES = /design/flow/design.v
export SDC_FILE = /design/flow/constraint.sdc
export NUM_CORES = 4
export LEC_CHECK = 1
export CORE_UTILIZATION = 40
### ./constraint.sdc
current_design SDdriver

set clk_period 9.6
set clk_io_pct 0.2

create_clock -name clk0 -period $clk_period [get_ports {clk}]

set non_clock_inputs [all_inputs -no_clocks]
set_input_delay [expr $clk_period * $clk_io_pct] -clock clk0 $non_clock_inputs
set_output_delay [expr $clk_period * $clk_io_pct] -clock clk0 [all_outputs]
### ./design.v
`timescale 1ns / 1ps
module SDdriver(
    input clk,
    input rst,
    input start,
    input stop,
    input [7:0] sample_code,
    input fifo_empty,
    input fifo_prog,
    output reg fifo_wr,
    output reg [15:0] fifo_data,
    input [7:0] SDctrl_data,
    input SDctrl_valid,
    input SDctrl_available,
    output [31:0] SDctrl_address,
    output reg SDctrl_start,
    output reg [2:0] state,
    output reg [31:0] nb_data
);
reg [10:0] data_cpt;
reg [7:0] addr;
reg [22:0] block_cnt;
reg block_part;
reg [7:0] sample_code_latch;
wire finish;
wire [8:0] cpt_bottom;
wire state_end;
reg state_end_latch;
reg SDctrl_available_latch;
always @(posedge clk) begin
  if(rst == 1'b1) begin
    state <= 3'b000;
    block_cnt <= 23'h000000;
    nb_data <= 32'h00000000;
    data_cpt <= 11'h000;
    addr <= 8'h00;
    block_part <= 1'b0;
    sample_code_latch <= 8'h00;
  end
  else begin
    fifo_wr <= 1'b0;
    SDctrl_start <= 1'b0;
    case(state)
    3'b000: begin
      if (start == 1'b1 && SDctrl_available == 1'b1 && SDctrl_available_latch == 1'b1) begin
        state <= 3'b001;
        SDctrl_start <= 1'b1;
        data_cpt <= 11'h000;
        block_cnt <= 23'h000000;
	sample_code_latch <= sample_code+1;
      end
      else begin
        state <= 3'b000;
      end
    end
    3'b001: begin
      if (fifo_empty == 1'b1 & state_end_latch == 1'b1 & SDctrl_available == 1'b1 && SDctrl_available_latch == 1'b1) begin
	state <= 3'b100;
	data_cpt <= 11'h000;
	SDctrl_start <= 1'b1;
      end
      else begin
	state <= 3'b001;
	if (SDctrl_valid == 1'b1 ) begin
	  data_cpt <= data_cpt +1;
	  case(data_cpt)
            0+((sample_code_latch)<<3): addr[7:0] <= SDctrl_data;
            1+((sample_code_latch)<<3): {block_cnt[6:0],block_part} <= SDctrl_data;
            2+((sample_code_latch)<<3): block_cnt[14:7] <= SDctrl_data;
            3+((sample_code_latch)<<3): block_cnt[22:15] <= SDctrl_data;
            4+((sample_code_latch)<<3): nb_data[7:0] <= SDctrl_data;
            5+((sample_code_latch)<<3): nb_data[15:8] <= SDctrl_data;
            6+((sample_code_latch)<<3): nb_data[23:16] <= SDctrl_data;
            7+((sample_code_latch)<<3): nb_data[31:24] <= SDctrl_data;
	  endcase
	end
      end
    end
    3'b100: begin
      if (finish ==  1'b1)begin
        state <= 3'b000;
      end
      else if (SDctrl_available == 1'b1 &&SDctrl_available_latch == 1'b1 && state_end_latch == 1'b1) begin
	state <= 3'b011;
      end
      else begin
	state <= 3'b100;
	if (SDctrl_valid == 1'b1 ) begin
	  data_cpt <= data_cpt + 1;
	  if (data_cpt==11'h1ff) begin
	    block_cnt <= block_cnt +1;
	  end
	  if (cpt_bottom <= data_cpt ) begin
	    nb_data <= nb_data -1;
            if (data_cpt[0]==1'b0) begin
               fifo_data[7:0] <= SDctrl_data;
            end
            else begin
               fifo_data[15:8] <= SDctrl_data;
               fifo_wr<= 1'b1;
            end
	  end
	end
      end
    end
    3'b010: begin
      if (finish ==  1'b1 && state_end_latch == 1'b1)begin
        state <= 3'b000;
      end
      else if ( finish == 1'b0 && state_end_latch == 1'b1) begin
	state <= 3'b011;
	block_part <= ~block_part;
	if (block_part == 1'b1) begin
	  block_cnt <= block_cnt + 1;
        end
      end
      else begin
	state <= 3'b010;
	if (SDctrl_valid == 1'b1 ) begin
	  data_cpt <= data_cpt + 1;
	  if (cpt_bottom <= data_cpt ) begin
	    nb_data <= nb_data -1;
            if (data_cpt[0]==1'b0) begin
               fifo_data[7:0] <= SDctrl_data;
            end
            else begin
               fifo_data[15:8] <= SDctrl_data;
               fifo_wr<= 1'b1;
            end
	  end
	end
      end
    end
    3'b011:begin
      if (finish ==  1'b1)begin
        state <= 3'b000;
      end
      else if (fifo_prog == 1'b1 && SDctrl_available == 1'b1 && SDctrl_available_latch == 1'b1) begin
	state <= 3'b010;
        SDctrl_start <= 1'b1;
	data_cpt <= 11'h000;
      end
      else begin
	state <= 3'b011;
      end
    end
    endcase
  end
end
assign finish = (nb_data == 0 || stop==1'b1)? 1'b1 : 1'b0;
assign SDctrl_address = {block_cnt,9'b000000000} ; 
assign cpt_bottom = (state == 3'b100) ? {block_part,addr[7:0]} : {block_part,8'h00}; 
assign state_end = (state == 3'b001 && data_cpt == 7+((sample_code_latch)<<3) +1) ||
	           (state == 3'b100 && data_cpt == 11'h1ff) || 
		   (state == 3'b010 && block_part == 1'b0 && data_cpt == 11'h0ff) ||
		   (state == 3'b010 && block_part == 1'b1 && data_cpt == 11'h1ff) ||
		   finish;
always @(posedge clk) begin
  if(rst == 1'b1) begin
    state_end_latch <= 1'b0;
    SDctrl_available_latch <= 1'b0;
  end
  else begin
    SDctrl_available_latch <= SDctrl_available;
    if ((state == 3'b001 && state_end == 1'b1) ||
       (state == 3'b100 && state_end == 1'b1) ||
       (state == 3'b010 && state_end == 1'b1) 
       )
    begin
      state_end_latch <= 1'b1; 
    end
    else if (SDctrl_available_latch == 1'b1 ) begin
      state_end_latch <= 1'b0;
    end
  end
end
endmodule
### ./run.sh
#!/bin/bash
# OpenROAD 26Q1-2900-gdf79404cd8, Yosys 0.63+post, stock flow scripts
make -C /OpenROAD-flow-scripts/flow DESIGN_CONFIG=/design/flow/config.mk WORK_HOME=/design/flow/orfs finish
==> changes_impl.md <==
### Implementation results

- Status: completed
- Via Count: around 6,600
- Hold buffers post-CTS: 0
- Reg2Reg Depth: 10
- Flip-flops with a built-in enable: 18
- Slew margin rel.: about two fifths
- # rows: roughly 46
- IO buf count: approximately 99
- Final hold vios: 0
- Number of global-route vias before repair: between 5,000 and 6,000
- P_sw: between 0.0002 and 0.00025 W
- First-pass GRT wire length: around 32,000 um
- Combinational power share: 8.6%
- Overall power: 0.0009141 W
- DRC Markers: 0
- Clk sink count: around 110
- Synthesis-to-finish area growth: 20.49%
- Synthesis warning total: 1
- Ports: approximately 110
- Reg2reg end: fifo_data[13]$_DFFE_PP_
- All-Layer GR Usage: between 20% and 30%
- Sw frac: approximately a quarter
- Pint: 0.0006861 W
- WS Path Type: in2reg
- Worst-path fanout max: 8
- H-Tree Depth: 3
- Antenna diodes: 0
- Final Non-Filler Cells: 1,132
- Cycle use final: between 40 and 50%
- Filler cells: roughly 1,600
- RSZ-0062 raised after global routing: false
- Top cell area share: 26.34%
- Min cycle time layout: 4.291 ns
- Chip area: 17,240 um^2
- Count of cell types in the netlist: ~80
- Finished Cell Area: between 8000 and 9000 um^2
- Setup TNS: 0 ns
- Post-synth top area cell: dfxtp_1
- Die Height: about 130 um
- # Cells Yosys: 842
- FP Util: about 41%
- Min-Delay Path Class: reg2reg
- Reg2Reg Setup Slack: 5.83 ns
- Hold Crit Start: nb_data[16]$_SDFFE_PP0P_
- Synthesis area per yosys: between 6000 and 7000 um^2
- HPWL after DPL: 13,900 um
- FF/Latch Area: 2302 um^2
- Critical path required time: around 9.6 ns
- Synthesized area per cell: between 7 and 8 um^2
- Routed wire length: slightly below 20,000 um
- Synth area leaders: dfxtp_1, edfxtp_1, a21oi_1
- Clk slew on worst S/H paths: 0.08 ns
- Setup ws final: approximately 5.3 ns
- Worst Skew: roughly 0.015 ns
- CTS tree: built
- Crit path DAT: 4.32 ns
- Post-synth seq share: approximately 34%
- Pwr per Cell Area: 113.4 nW/um^2
- DRT iter0 DRCs: approximately 500
- MaxCap Viol Count: 0
- Setup crit start kind: input pin
- Layout cells sized above 1: under 10%
- Worst setup EP type: flop
- Synth Cell Area: roughly 6700 um^2
- Post-route ant nets: 0
- Post-synth regs: about 110
- Tool warnings: 29
- Sequential Power Share: about half
- Max VDD drop: roughly 0.085 mV
- # Post-CTS Setup Buffers: 0
- Vias per cell: roughly 5.8
- Leakage: ~2.8 nW
- Num CTS Buffers: 9
- CTS root buf: clkbuf_16
- Beginning of the worst register-to-register path: state[0]$_SDFFE_PP0P_
- Hold Path Sink: nb_data[16]$_SDFFE_PP0P_
- GP Congestion: 0.9258
- Post-Syn Instances: 842
- WHS Path Cells: 2
- Pre-CTS WS: 4.900 ns
- Routed len/inst: 17.46 um
- Slew of the pin with the lowest slew margin: 0.8955 ns
- Clk Latency, worst-skew pair: between 0.3 and 0.4 ns
- GR Overflow Total: 0
- Final tally of setup violations: 0
- Clock buffer depth: 2
- Async set-reset flop share out of synthesis: 0%
- Placed insts: between 1,000 and 1,500
- Initial antenna violation count: 0
- Dpl cell area: between 7000 and 8000 um^2
- Pins Over Slew Limit: 0
- Clk pwr share: roughly two fifths
- Logic area: ~4000 um^2
- Largest net degree at the start of global routing: approximately 70
- DRT Pass-1 Iters: 6
- Commonest flop: dfxtp_1
- Fmax: ~0.23 GHz
- Die Wd: ~130 um
- CTS resizes: 0
- Core footprint: 16,120 um^2
==> state kept, by name, summed over array words and instances, names as in the netlist, 3 cells and up <==
| signal | flops |
|---|---|
| sample_code_latch | 8 |
| block_cnt | 23 |
| nb_data | 32 |
| data_cpt | 11 |
| state | 3 |
| addr | 8 |
| fifo_data | 16 |
==> synthesized netlist by cell type (all sizes together) (4+ instances only) <==
| library cell | count |
|---|---|
| and4 | 4 |
| dfxtp | 88 |
| o221a | 5 |
| o21a | 4 |
| nor4 | 9 |
| clkbuf | 37 |
| nand2b | 15 |
| nor3 | 30 |
| nor4b | 4 |
| o31ai | 12 |
| inv | 23 |
| a211oi | 10 |
| o32ai | 6 |
| and2 | 5 |
| a31oi | 15 |
| and3 | 16 |
| a21o | 7 |
| edfxtp | 18 |
| nor2b | 5 |
| nand2 | 84 |
| o22ai | 4 |
| a21oi | 78 |
| nand4 | 24 |
| nand3 | 31 |
| mux2i | 10 |
| o21ai | 58 |
| xor2 | 11 |
| o311ai | 11 |
| or4 | 6 |
| ha | 18 |
| or3 | 7 |
| xnor2 | 17 |
| o211ai | 5 |
| buf | 23 |
| o41ai | 4 |
| nor2 | 92 |
| or2 | 4 |
==> layout make-up <==
cell class | instances | area share (%)
Multi-Input combinational cell | 660 | 50.06
Sequential cell | 106 | 28.57
Timing Repair Buffer | 110 | 13.26
Tap cell | 216 | 3.354
Clock buffer | 9 | 2.795
Inverter | 24 | 1.118
Clock inverter | 7 | 0.8385
==> per-stage QoR <==
stage          hold slack [ns]  utilization, %
6_report                0.4939           50.00
5_1_grt                 0.5271           50.00
2_1_floorplan           0.4443               -
3_5_place_dp            0.4824           48.18
4_1_cts                 0.5000           50.00
3_3_place_gp            0.4712           48.18
==> worst max path at each step <==
stage | to | slack, ns | from
final | fifo_data[13]$_DFFE_PP_ | 5.31 | SDctrl_valid
after global routing | block_cnt[7]$_SDFFE_PP0P_ | 5.05 | SDctrl_available
after CTS | fifo_data[9]$_DFFE_PP_ | 5.28 | SDctrl_valid
==> layout by cell type, fill, tap and decap left out, types with 22 or more instances in the layout <==
master,Yosys,routed
a21oi_1,78,77
nor3_1,30,30
nor2_1,92,92
o21ai_1,22,22
o21ai_0,36,36
nand4_1,24,24
dfxtp_1,88,88
clkdlybuf4s50_1,0,98
inv_1,22,22
nand2_1,83,83
nand3_1,30,30
==> critical path: stages <==
cell and delay (ns):
clkdlybuf4s50_1 0.63, nand4_1 0.12, or2_2 0.30, mux2_2 0.27, o21ai_0 0.09, and2_1 0.17
nor4b_1 0.41, and2_1 0.40
==> metal layers <==
layer / up-vias / global-route usage (%) / wire length, um
met5: - / 0 / 0
met4: 0 / 2.778 / 248
met3: 21 / 2.754 / 1201
met2: 245 / 34.87 / 8593
met1: 3080 / 38.29 / 9719
li1: 3234 / - / -
==> cell families (layout without fill, tap and decap cells) <==
family	Yosys count	count (layout)	share of synthesized area (%)
other	1	9	0.05607
adders and majority gates	18	18	3.368
AOI/OAI and AO/OA	247	247	24.77
DFF	106	106	34.42
buffers and inverters	84	150	5.949
xor gates and xnor gates	28	28	3.667
and+or+nand+nor	347	347	26.10
muxes	11	11	1.665
==> power groups by stage <==
| stage | combinational (W) | clock, W | sequential, W |
|---|---|---|---|
| final | 0.0000782 | 0.000376 | 0.000460 |
| after global routing | 0.0000852 | 0.000405 | 0.000460 |
| after CTS | 0.0000781 | 0.000385 | 0.000459 |
Power figures rest on the tool's default switching activity, not on a simulated workload.
